[./design.v]
module SHIFTx11(
  input  bit XMIT, SET, CLK,
  output bit LINE
);
  bit [10:0] Q;
  always_ff @(posedge SET, posedge CLK)
    begin:SHIFT 
      if (SET)  
        Q = 11'b11010001010;
      else if (XMIT)  
        begin
          Q = Q >> 1;
          Q[10] = 0;
        end
    end:  SHIFT
  assign LINE = Q[0];
endmodule: SHIFTx11
[./run.sh]
#!/bin/bash
# OpenROAD 26Q1-2900-gdf79404cd8, Yosys 0.63+post, stock flow scripts
make -C /OpenROAD-flow-scripts/flow DESIGN_CONFIG=/design/flow/config.mk WORK_HOME=/design/flow/orfs finish
[./config.mk]
export PLATFORM = sky130hd
export DESIGN_NAME = SHIFTx11
export DESIGN_NICKNAME = SHIFTx11
export VERILOG_FILES = /design/flow/design.v
export SDC_FILE = /design/flow/constraint.sdc
export NUM_CORES = 4
export LEC_CHECK = 1
export CORE_AREA = 10 10 77 77
export DIE_AREA = 0 0 87 87
[./constraint.sdc]
current_design SHIFTx11

set clk_period 1.0
set clk_io_pct 0.2

create_clock -name clk0 -period $clk_period [get_ports {CLK}]

set non_clock_inputs [all_inputs -no_clocks]
set_input_delay [expr $clk_period * $clk_io_pct] -clock clk0 $non_clock_inputs
set_output_delay [expr $clk_period * $clk_io_pct] -clock clk0 [all_outputs]
==> flow_summary.json <==
{
  "layout_min_cycle_time_ns": 0.8912,
  "timing.fmax_ghz": 1.122,
  "drtIter0Drc": 2,
  "die_w_um": 87,
  "cp-start-kind": "register",
  "critPathBufInv": 1,
  "clockBufferDepth": 2,
  "cp-end-kind": "output pin",
  "grt_pass1_vias": 191,
  "synth_warnings": 1,
  "slowest_stage": "dfrtp_1",
  "drc": 0,
  "peakVddDrop_mv": 0.4214,
  "htree_levels": 1,
  "drive_gt1_share_pct": 67.74,
  "fin_crit_sh_pct": 89.12,
  "topCellsByArea": "dfrtp_1 (33%), mux2_4 (30%), dfstp_2 (29%)",
  "syn_inst": 24,
  "worst_pin_slew_ns": 0.3961,
  "worstPathCellList": "clkbuf_2",
  "required_ns": 0.80,
  "routedWlPerCell_um": 7.193,
  "warnings": 25,
  "clkTransAtPathRegs_ns": 0.05,
  "ys.flops": 11,
  "worstHoldPathType": "in -> async",
  "cp_top_family": "flip-flops",
  "portBuffers": 3,
  "synth_top_area_share_pct": 33.24,
  "num_antenna_cells": 0,
  "ant_nets": 0,
  "yosys.cell_types.count": 7,
  "gp_routability_congestion": 0.7711,
  "totalWireLength_um": 597,
  "cts_root_buf": "clkbuf_8",
  "setup_viol": 0,
  "cts_buffers": 3,
  "rr_startpoint": "Q[6]",
  "worstSkewPairLatency_ns": 0.23,
  "status": "finished, final reports clean",
  "core_area_sq_um": 4354,
  "hold_buffers": 0,
  "slew_viol_final": 0,
  "drv_cap": 0,
  "arrival_ns": 0.69,
  "hold_viol": 0,
  "place_inst": 79,
  "leakage_nw": 0.2684,
  "cts_tree": "yes",
  "hpwl_um": 418.3,
  "yosys_area_sq_um": 451.7,
  "vias": 197,
  "track_usage_pct": 1.619,
  "syn_avg_cell_area_sq_um": 18.82,
  "cellPowerDensity_nw_per_um2": 1539,
  "grt_overflow_total": 0,
  "pin_count": 4,
  "crit_path_start": "Q[0]",
  "synthToLayoutAreaGrowth_pct": 31.58,
  "instances_no_fill": 83,
  "synth_area_sq_um": 451.7,
  "vias_per_cell": 2.373,
  "largest_area_cell": "dfrtp_1",
  "rsz0062_at_grt": "no",
  "largest_reg_flops": 11,
  "cts_num_sinks": 11,
  "floorplan.core_util_pct": 10.37,
  "tns_ns": 0,
  "row_count": 24,
  "crit_type": "reg -> out",
  "die_y_um": 87,
  "grt_max_degree": 12,
  "ys_seq_share_pct": 62.33,
  "slew_headroom_pct": 73.57,
  "max_stage_delay_ns": 0.37,
  "ys_cells": 24,
  "grt_antenna_before_repair": 0,
  "cp_max_fo": 2,
  "grt_first_pass_wirelength_um": 910,
  "die_area_sq_um": 7569,
  "fin_skew_ns": 0.001370,
  "drt_first_pass_iters": 2
}
cell usage after synthesis:
| library cell | n |
|---|---|
| inv_1 | 1 |
| dfrtp_1 | 6 |
| dfstp_2 | 5 |
| buf_6 | 1 |
| mux2_4 | 9 |
| and2b_2 | 1 |
| mux2_2 | 1 |
cell type report:
type	instances	area, sq um
well taps	52	65.06
fillers	465	3760
repair buffers	4	43.79
flip-flops and latches	11	281.5
inverters	1	3.754
clock buffers	4	45.04
multi-input cells	11	155.1
cell usage in the layout (no fill, tap or decap):
cell / instances
mux2_4: 9
mux2_2: 1
inv_1: 1
and2b_2: 1
buf_12: 1
clkbuf_8: 3
dlygate4sd2_1: 1
clkbuf_2: 1
clkdlybuf4s50_1: 1
dfstp_2: 5
clkbuf_1: 1
dfrtp_1: 6
metrics by stage:
stage          instance area, sq um  hold slack, ns  util (%)  total power, mW  worst slack [ns]
2_1_floorplan                 451.7         0.04886         -           0.4791            0.2450
3_3_place_gp                  555.5          0.4911     12.76           0.4950           -0.3134
3_5_place_dp                  555.5          0.4910     12.76           0.4963           -0.3209
4_1_cts                       599.3          0.2631     13.76           0.9275           0.01880
5_1_grt                       594.3          0.2911     13.65           0.9601           0.06669
6_report                      594.3          0.2516     13.65           0.9145            0.1088
metal layers:
layer | up-vias | global-route usage [%] | share of wire [%]
met5 | - | 0 | 0
met4 | 0 | 0.2946 | 0
met3 | 0 | 1.887 | 11
met2 | 6 | 1.066 | 28
met1 | 95 | 2.582 | 61
li1 | 96 | - | -
timing repair:
item | CTS | global route
gates resized | 3 | 1
setup endpoints to repair | 10 | 1
hold endpoints to repair | 0 | 0
setup buffers | 0 | 0
kinds of logic after synthesis:
family | Yosys count | share of synthesized area, %
buffers and inverters | 2 | 3.323
multiplexers | 10 | 32.41
flip-flops | 11 | 62.33
AND/OR/NAND/NOR | 1 | 1.939
power by group:
group | internal [mW] | total [mW] | switching [mW]
Clock | 0.278 | 0.426 | 0.148
Sequential | 0.447 | 0.447 | 0
Combinational | 0.0202 | 0.0410 | 0.0208
Total | 0.746 | 0.915 | 0.169
worst paths after layout:
kind,end,slack (ns),cells after the start
max,LINE,0.11,1
min,Q[4],0.25,2
max reg2reg,Q[6],0.24,1
min reg2reg,Q[1],0.50,1
max in group asynchronous,Q[3],0.43,2
min in group clk0,Q[2],0.44,2
No activity file was given, so power comes from the tool's default toggle rates.
